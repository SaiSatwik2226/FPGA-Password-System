[config.mk]
export PLATFORM = sky130hd
export DESIGN_NAME = top_oled
export DESIGN_NICKNAME = top_oled
export VERILOG_FILES = /design/flow/design.v
export SDC_FILE = /design/flow/constraint.sdc
export NUM_CORES = 4
export LEC_CHECK = 1
export CORE_AREA = 10 10 285 285
export DIE_AREA = 0 0 295 295
export SYNTH_MEMORY_MAX_BITS = 65536
[constraint.sdc]
current_design top_oled

set clk_period 18.0
set clk_io_pct 0.2

create_clock -name clk0 -period $clk_period [get_ports {clock}]

set non_clock_inputs [all_inputs -no_clocks]
set_input_delay [expr $clk_period * $clk_io_pct] -clock clk0 $non_clock_inputs
set_output_delay [expr $clk_period * $clk_io_pct] -clock clk0 [all_outputs]
[design.v]
`timescale 1ns / 1ps
module charROM(
input [6:0] addr,
output [63:0] data 
    );
reg [63:0] mem [127:0];  
initial
begin
    mem[0] = 'h0000000000000000;
    mem[1] = 'h0000000000000000;
    mem[2] = 'h0000000000000000;
    mem[3] = 'h0000000000000000;
    mem[4] = 'h0000000000000000;
    mem[5] = 'h0000000000000000;
    mem[6] = 'h0000000000000000;
    mem[7] = 'h0000000000000000;
    mem[8] = 'h0000000000000000;
    mem[9] = 'h0000000000000000;
    mem[10] = 'h0000000000000000;
    mem[11] = 'h0000000000000000;
    mem[12] = 'h0000000000000000;
    mem[13] = 'h0000000000000000;
    mem[14] = 'h0000000000000000;
    mem[15] = 'h0000000000000000;
    mem[16] = 'h0000000000000000;
    mem[17] = 'h0000000000000000;
    mem[18] = 'h0000000000000000;
    mem[19] = 'h0000000000000000;
    mem[20] = 'h0000000000000000;
    mem[21] = 'h0000000000000000;
    mem[22] = 'h0000000000000000;
    mem[23] = 'h0000000000000000;
    mem[24] = 'h0000000000000000;
    mem[25] = 'h0000000000000000;
    mem[26] = 'h0000000000000000;
    mem[27] = 'h0000000000000000;
    mem[28] = 'h0000000000000000;
    mem[29] = 'h0000000000000000;
    mem[30] = 'h0000000000000000;
    mem[31] = 'h0000000000000000;
    mem[32] = 'h0000000000000000;
    mem[33] = 'h0000005f00000000;
    mem[34] = 'h0000030003000000;
    mem[35] = 'h643c26643c262400;
    mem[36] = 'h2649497f49493200;
    mem[37] = 'h4225120824522100;
    mem[38] = 'h20504e5522582800;
    mem[39] = 'h0000000300000000;
    mem[40] = 'h00001c2241000000;
    mem[41] = 'h00000041221c0000;
    mem[42] = 'h0015150e0e151500;
    mem[43] = 'h0008083e08080000;
    mem[44] = 'h0000005030000000;
    mem[45] = 'h0008080808080000;
    mem[46] = 'h0000004000000000;
    mem[47] = 'h4020100804020100;
    mem[48] = 'h003e4141413e0000;
    mem[49] = 'h0000417f40000000;
    mem[50] = 'h00426151496e0000;
    mem[51] = 'h0022414949360000;
    mem[52] = 'h001814127f100000;
    mem[53] = 'h0027494949710000;
    mem[54] = 'h003c4a4948700000;
    mem[55] = 'h004321110d030000;
    mem[56] = 'h0036494949360000;
    mem[57] = 'h00060949291e0000;
    mem[58] = 'h0000001200000000;
    mem[59] = 'h0000005230000000;
    mem[60] = 'h0000081414220000;
    mem[61] = 'h0014141414141400;
    mem[62] = 'h0000221414080000;
    mem[63] = 'h0002015905020000;
    mem[64] = 'h3e415d554d512e00;
    mem[65] = 'h407c4a094a7c4000; 
    mem[66] = 'h417f494949493600; 
    mem[67] = 'h1c22414141412200; 
    mem[68] = 'h417f414141221c00;
    mem[69] = 'h417f49495d416300;
    mem[70] = 'h417f49091d010300;
    mem[71] = 'h1c224149493a0800;
    mem[72] = 'h417f0808087f4100;
    mem[73] = 'h0041417F41410000;
    mem[74] = 'h304041413F010100;
    mem[75] = 'h417f080c12614100;
    mem[76] = 'h417f414040406000;
    mem[77] = 'h417f420c427f4100;
    mem[78] = 'h417f420c117f0100;
    mem[79] = 'h1c22414141221c00;
    mem[80] = 'h417f490909090600;
    mem[81] = 'h0c12212161524c00;
    mem[82] = 'h417f090919694600;
    mem[83] = 'h6649494949493300;
    mem[84] = 'h0301417f41010300;
    mem[85] = 'h013f4140413f0100;
    mem[86] = 'h010f3140310f0100;
    mem[87] = 'h011f6114611f0100;
    mem[88] = 'h4141360836414100;
    mem[89] = 'h0103447844030100;
    mem[90] = 'h4361514945436100;
    mem[91] = 'h00007f4141000000;
    mem[92] = 'h0102040810204000;
    mem[93] = 'h000041417f000000;
    mem[94] = 'h0004020101020400;
    mem[95] = 'h0040404040404000;
    mem[96] = 'h0001020000000000;
    mem[97] = 'h00344a4a4a3c4000;
    mem[98] = 'h00413f4848483000;
    mem[99] = 'h003c424242240000;
    mem[100] = 'h00304848493f4000;
    mem[101] = 'h003c4a4a4a2c0000;
    mem[102] = 'h0000487e49090000;
    mem[103] = 'h00264949493f0100;
    mem[104] = 'h417f480444784000;
    mem[105] = 'h0000447d40000000;
    mem[106] = 'h000040443d000000;
    mem[107] = 'h417f101824424200;
    mem[108] = 'h0040417f40400000;
    mem[109] = 'h427e027c027e4000;
    mem[110] = 'h427e4402427c4000;
    mem[111] = 'h003c4242423c0000;
    mem[112] = 'h00417f4909090600;
    mem[113] = 'h00060909497f4100;
    mem[114] = 'h00427e4402020400;
    mem[115] = 'h00644a4a4a360000;
    mem[116] = 'h00043f4444200000;
    mem[117] = 'h00023e4040227e40;
    mem[118] = 'h020e3240320e0200;
    mem[119] = 'h021e6218621e0200;
    mem[120] = 'h4262140814624200;
    mem[121] = 'h0143453805030100;
    mem[122] = 'h004662524a466200;
    mem[123] = 'h0000083641000000;
    mem[124] = 'h0000007f00000000;
    mem[125] = 'h0000004136080000;
    mem[126] = 'h0018080810101800;
    mem[127] = 'hAA55AA55AA55AA55;
end    
assign data = mem[addr];
endmodule
`timescale 1ns / 1ps
module delayGen(
    input clock,
    input delayEn,
    output reg delayDone
    );
reg [17:0] counter;    
always @(posedge clock)
begin
    if(delayEn & counter!=200000)
        counter <= counter+1;
    else
        counter <= 0;
end
always @(posedge clock)
begin
    if(delayEn & counter==200000)
        delayDone <= 1'b1;
    else
        delayDone <= 1'b0;
end
endmodule
`timescale 1ns / 1ps
module oledControl(
input  clock,  
input  reset,
output wire oled_spi_clk,
output wire oled_spi_data,
output reg oled_vdd,
output reg oled_vbat,
output reg oled_reset_n,
output reg oled_dc_n,
input [6:0] sendData,
input       sendDataValid,
output reg  sendDone
    );
reg [4:0] state;
reg [4:0] nextState;
reg startDelay;
reg [7:0] spiData;
reg spiLoadData;
wire delayDone;
wire spiDone;
reg [1:0] currPage;
wire [63:0] charBitMap;
reg [7:0] columnAddr;
reg [3:0] byteCounter;
localparam  IDLE  = 'd0,
            DELAY = 'd1,
            INIT  = 'd2,
            RESET = 'd3,
            CHRG_PUMP = 'd4,
            CHRG_PUMP1 = 'd5,
            WAIT_SPI = 'd6,
            PRE_CHRG = 'd7,
            PRE_CHRG1 = 'd8,
            VBAT_ON = 'd9,
            CONTRAST = 'd10,
            CONTRAST1 = 'd11,
            SEG_REMAP = 'd12,
            SCAN_DIR = 'd13,
            COM_PIN = 'd14,
            COM_PIN1 = 'd15,
            DISPLAY_ON = 'd16,
            FULL_DISPLAY = 'd17,
            DONE = 'd18,
            PAGE_ADDR = 'd19,
            PAGE_ADDR1 = 'd20,
            PAGE_ADDR2 = 'd21,
            COLUMN_ADDR = 'd22,
            SEND_DATA = 'd23;
always @(posedge clock)
begin
    if(reset)
    begin
        state <= IDLE;
        nextState <= IDLE;
        oled_vdd <= 1'b1;
        oled_vbat <= 1'b1;
        oled_reset_n <= 1'b1;
        oled_dc_n <= 1'b1;
        startDelay <= 1'b0;
        spiData <= 8'd0;
        spiLoadData <= 1'b0;
        currPage <= 0;
        sendDone <= 0;
        columnAddr <= 0;
    end
    else
    begin
        case(state)
            IDLE:begin
                oled_vbat <= 1'b1;
                oled_reset_n <= 1'b1;
                oled_dc_n <= 1'b0;
                oled_vdd <= 1'b0;
                state <= DELAY;
                nextState <= INIT;
            end
            DELAY:begin
                startDelay <= 1'b1;
                if(delayDone)
                begin
                    state <= nextState;
                    startDelay <= 1'b0;
                end
            end
            INIT:begin
                spiData <= 'hAE;
                spiLoadData <= 1'b1;
                if(spiDone)
                begin
                    spiLoadData <= 1'b0;
                    oled_reset_n <= 1'b0;
                    state <= DELAY;
                    nextState <= RESET;
                end
            end
            RESET:begin
                 oled_reset_n <= 1'b1;
                 state <= DELAY;
                 nextState <= CHRG_PUMP;
            end
            CHRG_PUMP:begin
                spiData <= 'h8D;
                spiLoadData <= 1'b1;
                if(spiDone)
                begin
                    spiLoadData <= 1'b0;
                    state <= WAIT_SPI;
                    nextState <= CHRG_PUMP1;
                end
            end
            WAIT_SPI:begin
                if(!spiDone)
                begin
                    state <= nextState;
                end
            end
            CHRG_PUMP1:begin
                spiData <= 'h14;
                spiLoadData <= 1'b1;
                if(spiDone)
                begin
                    spiLoadData <= 1'b0;
                    state <= WAIT_SPI;
                    nextState <= PRE_CHRG;
                end
            end
            PRE_CHRG:begin
                spiData <= 'hD9;
                spiLoadData <= 1'b1;
                if(spiDone)
                begin
                    spiLoadData <= 1'b0;
                    state <= WAIT_SPI;
                    nextState <= PRE_CHRG1;
                end
            end
            PRE_CHRG1:begin
               spiData <= 'hF1;
               spiLoadData <= 1'b1;
               if(spiDone)
               begin
                   spiLoadData <= 1'b0;
                   state <= WAIT_SPI;
                   nextState <= VBAT_ON;
               end
            end            
            VBAT_ON:begin
                oled_vbat <= 1'b0;
                state <= DELAY;
                nextState <= CONTRAST;
            end
            CONTRAST:begin
               spiData <= 'h81;
               spiLoadData <= 1'b1;
               if(spiDone)
               begin
                   spiLoadData <= 1'b0;
                   state <= WAIT_SPI;
                   nextState <= CONTRAST1;
               end
            end  
            CONTRAST1:begin
               spiData <= 'hFF;
               spiLoadData <= 1'b1;
               if(spiDone)
               begin
                   spiLoadData <= 1'b0;
                   state <= WAIT_SPI;
                   nextState <= SEG_REMAP;
               end
            end            
            SEG_REMAP:begin
               spiData <= 'hA0;
               spiLoadData <= 1'b1;
               if(spiDone)
               begin
                   spiLoadData <= 1'b0;
                   state <= WAIT_SPI;
                   nextState <= SCAN_DIR;
               end
            end 
            SCAN_DIR:begin
               spiData <= 'hC0;
               spiLoadData <= 1'b1;
               if(spiDone)
               begin
                   spiLoadData <= 1'b0;
                   state <= WAIT_SPI;
                   nextState <= COM_PIN;
               end
            end 
            COM_PIN:begin
               spiData <= 'hDA;
               spiLoadData <= 1'b1;
               if(spiDone)
               begin
                   spiLoadData <= 1'b0;
                   state <= WAIT_SPI;
                   nextState <= COM_PIN1;
               end
            end
            COM_PIN1:begin
               spiData <= 'h00;
               spiLoadData <= 1'b1;
               if(spiDone)
               begin
                   spiLoadData <= 1'b0;
                   state <= WAIT_SPI;
                   nextState <= DISPLAY_ON;
               end
            end  
            DISPLAY_ON:begin
               spiData <= 'hAF;
               spiLoadData <= 1'b1;
               if(spiDone)
               begin
                   spiLoadData <= 1'b0;
                   state <= WAIT_SPI;
                   nextState <= PAGE_ADDR; 
               end
            end 
            PAGE_ADDR:begin
                spiData <= 'h22;
                spiLoadData <= 1'b1;
                oled_dc_n <= 1'b0;
                if(spiDone)
                begin
                    spiLoadData <= 1'b0;
                    state <= WAIT_SPI;
                    nextState <= PAGE_ADDR1;
                end
            end
            PAGE_ADDR1:begin
                spiData <= currPage; 
                spiLoadData <= 1'b1;
                if(spiDone)
                begin
                    spiLoadData <= 1'b0;
                    state <= WAIT_SPI;
                    currPage <= currPage+1;
                    nextState <= PAGE_ADDR2;
                end
            end  
            PAGE_ADDR2:begin
                spiData <= currPage; 
                spiLoadData <= 1'b1;
                if(spiDone)
                begin
                    spiLoadData <= 1'b0;
                    state <= WAIT_SPI;
                    nextState <= COLUMN_ADDR;
                end
            end              
            COLUMN_ADDR:begin
                spiData <= 'h10;
                spiLoadData <= 1'b1;
                if(spiDone)
                begin
                    spiLoadData <= 1'b0;
                    state <= WAIT_SPI;
                    nextState <= DONE;
                end
            end            
            DONE:begin
                sendDone <= 1'b0;
                if(sendDataValid & columnAddr != 128 & !sendDone)
                begin
                    state <= SEND_DATA;
                    byteCounter <= 8;
                end
                else if(sendDataValid & columnAddr == 128 & !sendDone)
                begin
                    state <= PAGE_ADDR;
                    columnAddr <= 0;
                    byteCounter <= 8;
                end
            end   
            SEND_DATA:begin
                spiData <= charBitMap[(byteCounter*8-1)-:8];
                spiLoadData <= 1'b1;
                oled_dc_n <= 1'b1;
                if(spiDone)
                begin
                    columnAddr <= columnAddr + 1;
                    spiLoadData <= 1'b0;
                    state <= WAIT_SPI;
                    if(byteCounter != 1)
                    begin
                        byteCounter <= byteCounter - 1;
                        nextState <= SEND_DATA;
                    end
                    else
                    begin
                        nextState <= DONE;
                        sendDone <= 1'b1;
                    end
                end
            end                   
        endcase
    end
end
delayGen DG(
    .clock(clock),
    .delayEn(startDelay),
    .delayDone(delayDone)
    ); 
spiControl SC(
    .clock(clock),  
    .reset(reset),
    .data_in(spiData),
    .load_data(spiLoadData),  
    .done_send(spiDone), 
    .spi_clock(oled_spi_clk), 
    .spi_data(oled_spi_data)
    );    
charROM CR(
    .addr(sendData),
    .data(charBitMap) 
 );
endmodule
`timescale 1ns / 1ps
module spiControl(
input  clock,  
input  reset,
input [7:0] data_in,
input  load_data,  
output reg done_send, 
output     spi_clock, 
output reg spi_data
);
reg [2:0] counter=0;
reg [2:0] dataCount;
reg [7:0] shiftReg;
reg [1:0] state;
reg clock_10;
reg CE;
assign spi_clock = (CE == 1) ? clock_10 : 1'b1;
always @(posedge clock)
begin
    if(counter != 4)
        counter <= counter + 1;
    else
        counter <= 0;
end
initial
    clock_10 <= 0;
always @(posedge clock)
begin
    if(counter == 4)
        clock_10 <= ~clock_10;
end
localparam IDLE = 'd0,
           SEND = 'd1,
           DONE = 'd2;
always @(negedge clock_10)
begin
    if(reset)
    begin
        state <= IDLE;
        dataCount <= 0;
        done_send <= 1'b0;
        CE <= 0;
        spi_data <= 1'b1;
    end
    else
    begin
        case(state)
            IDLE:begin
                if(load_data)
                begin
                    shiftReg <= data_in;
                    state <= SEND;
                     dataCount <= 0;
                end
            end
            SEND:begin
                spi_data <= shiftReg[7];
                shiftReg <= {shiftReg[6:0],1'b0};
                CE <= 1;
                if(dataCount != 7)
                    dataCount <= dataCount + 1;
                else
                begin
                    state <= DONE;
                end
            end
            DONE:begin
                CE <= 0;
                done_send <= 1'b1;
                if(!load_data)
                begin
                    done_send <= 1'b0;
                    state <= IDLE;
                end
            end
        endcase
    end
end
endmodule
`timescale 1ns / 1ps
module top_oled(
input  clock,  
input  reset,
input  [511:0] myString,
output oled_spi_clk,
output oled_spi_data,
output oled_vdd,
output oled_vbat,
output oled_reset_n,
output oled_dc_n
);
 localparam StringLen = 64;
 reg [1:0] state;
 reg [7:0] sendData;
 reg sendDataValid;
 integer byteCounter;
 wire sendDone;
 localparam IDLE = 'd0,
            SEND = 'd1,
            DONE = 'd2;
 always @(posedge clock)
 begin
    if(reset)
    begin
        state <= IDLE;
        byteCounter <= StringLen;
        sendDataValid <= 1'b0;
    end
    else
    begin
        case(state)
            IDLE:begin
                if(!sendDone)
                begin
                    sendData <= myString[(byteCounter*8-1)-:8];
                    sendDataValid <= 1'b1;
                    state <= SEND;
                end
            end
            SEND:begin
                if(sendDone)
                begin
                    sendDataValid <= 1'b0;
                    byteCounter <= byteCounter-1;
                    if(byteCounter != 1)
                        state <= IDLE;
                    else
                        state <= DONE;
                end
            end
            DONE:begin
                state <= DONE;
            end
        endcase
    end
 end
oledControl OC(
    .clock(clock),  
    .reset(reset),
    .oled_spi_clk(oled_spi_clk),
    .oled_spi_data(oled_spi_data),
    .oled_vdd(oled_vdd),
    .oled_vbat(oled_vbat),
    .oled_reset_n(oled_reset_n),
    .oled_dc_n(oled_dc_n),
    .sendData(sendData),
    .sendDataValid(sendDataValid),
    .sendDone(sendDone)
        );    
endmodule
[run.sh]
#!/bin/bash
# OpenROAD 26Q1-2900-gdf79404cd8, Yosys 0.63+post, stock flow scripts
make -C /OpenROAD-flow-scripts/flow DESIGN_CONFIG=/design/flow/config.mk WORK_HOME=/design/flow/orfs finish
==> run_results.csv <==
group,metric,value,unit
run_status,status,"finished, final reports clean",
synthesis,ys.flops,172,
clocking,cts_setup_buffers,0,
route,vias_per_cell,5.63,
power_and_ir_drop,p_per_area,61.2,nW/um^2
synthesis,synth_cell_types,98,
cells_and_area,drive_gt1_share,12.4,%
route,antenna_left,0,
route,num_vias,18400,
cells_and_area,area_growth,35.8,%
clocking,clkTransAtPathRegs,70,ps
global_routing,grt_pass1_vias,18200,
synthesis,yosysTopAreaCell,"dfxtp_1",
sta,untimed_endpoints,26,
floorplanning,io_pins,520,
sta,setup_viol,0,
setup_path,path_max_fanout,20,
placement,hpwl,68500,um
synthesis,synth_seq_share,22.1,%
clocking,cts_resized,0,
setup_path,worst-endpoint-arrival,9290,ps
hold_path,min_to,"OC.startDelay",
setup_path,cp.required,18280,ps
sta,hold_viol,0,
synthesis,yosysTopAreaCellShare,18.5,%
sta,rsz0062_at_grt,"no",
sta,slew_headroom,31.9,%
synthesis,ff_type,"dfxtp_1",
sta,drv_slew,0,
floorplanning,rows,100,
hold_path,min_from,"OC.DG.delayDone",
synthesis,edf_count,20,
global_routing,grt_pass1_wl,128000,um
clocking,numCtsBuffers,17,
route,wl_per_cell,27.3,um
sta,skew,26.0,ps
run,maxCapViolations,0,
cells_and_area,nFillCells,7870,
sta,worst_pin_slew,1020,ps
sta,unclocked_pins,17,
setup_path,r2r-end,"OC.charBitMap[22]",
run,warnings,111,
clocking,htree_levels,4,
global_routing,antenna_found_initial,13,
floorplanning,chipWidth,295,um
clocking,tritoncts,"done",
setup_path,critPathCaptureType,"flip-flop",
sta,clock.fmax,111,MHz
synthesis,ys_area,16500,um^2
global_routing,grt_start_max_net_pins,74,
cells_and_area,flop_area,3650,um^2
sta,post-route-period-util,50.1,%
clocking,clock_latency,450,ps
floorplanning,coreArea,74700,um^2
synthesis,yosysCellCount,1926,
power_and_ir_drop,peakVddDrop,0.0000602,V
floorplanning,die_area,87000,um^2
route,wirelength,89300,um
placement,gp_congestion,1.08,
setup_path,startpoint_type,"input port",
route,drt_iter0_drc,2030,
sta,setup_tns,0,ps
synthesis,synth_area,16500,um^2
synthesis,async_reset_ff_share,0,%
floorplanning,fp.dieH,295,um
synthesis,synth_cells,1926,
global_routing,gr-total-overflow,0,
power_and_ir_drop,p_total,1.37,mW
setup_path,reg2reg_from,"byteCounter[0]",
power_and_ir_drop,p_leak,7.77,nW
global_routing,grtUsageTotal,20.4,%
synthesis,common_cells,"204 x nor2_1, 196 x nand2_1, 152 x dfxtp_1",
synthesis,yosysMostFrequentCell,"nor2_1",
clocking,cts_max_path_buffers,2,
placement,port_buffers,455,
clocking,hold_buffers,0,
synthesis,avgSynthCellArea,8.54,um^2
setup_path,critPathKind,"in2reg",
setup_path,regToRegSetupSlack,10230,ps
synthesis,yosys-top-cells-area,"dfxtp_1 18%, mux4_2 15%, nor2_1 4.7%, a21oi_1 4.5%, nand2_1 4.5%",
hold_path,hold_depth,1,
route,drc_errors,0,
synthesis,yosysWarningCount,6,
hold_path,min_path_type,"reg2reg",
sta,layout_min_cycle_time,9010,ps
route,first_pass_iters,6,
cells_and_area,logic_area,11700,um^2
clocking,cts_root_buffer,"clkbuf_16",
setup_path,reg2regPathDepth,18,
floorplanning,fp-utilization,22.0,%
placed cells by master (no fill, tap or decap), types with 10 or more instances in the layout:
cell,synthesis,final
a211o_1,10,10
a211oi_1,25,24
a21o_1,10,10
a21oi_1,147,146
a221o_1,20,20
a22oi_1,20,19
a31oi_1,30,30
a32o_1,10,10
and2_1,11,11
buf_4,25,65
clkbuf_16,0,18
clkdlybuf4s50_1,0,454
dfxtp_1,152,151
edfxtp_1,20,20
ha_1,32,31
inv_1,26,26
mux2_2,20,20
mux2i_1,43,43
mux4_1,10,10
mux4_2,112,112
nand2_1,196,196
nand2b_1,16,16
nand3_1,56,56
nand4_1,18,18
nor2_1,204,203
nor2b_1,16,16
nor3_1,46,46
nor4_1,14,14
o211ai_1,44,44
o21ai_0,111,111
o221ai_1,20,18
o22ai_1,29,29
or2_2,10,10
or3_1,23,23
xnor2_1,28,27
xor2_1,23,23
metrics by stage:
step,setup slack [ps],std cells,instance area (um^2),hold slack [ps],utilization [%]
CTS,9200,3266,22300,440,29.9
global route,8930,3267,22300,471,29.9
global placement,8720,3234,21700,425,29.1
detailed placement,8750,3234,21700,428,29.1
finish,8990,3269,22300,436,29.9
floorplan,11140,1926,16500,403,-
logic make-up after synthesis:
family | Yosys count | synth area share (%)
mux | 185 | 20.9
xor+xnor | 52 | 2.81
compound gates | 628 | 26.4
simple gates | 645 | 18.0
flops | 172 | 22.1
fa+ha+maj | 32 | 2.43
buf+inv | 212 | 7.29
flip-flops by register name, indices dropped and copies added, names as in the netlist, 4 cells and up:
| register | cells |
|---|---|
| OC.columnAddr | 8 |
| OC.spiData | 8 |
| OC.state | 5 |
| OC.byteCounter | 4 |
| OC.charBitMap | 51 |
| OC.SC.shiftReg | 8 |
| sendData | 7 |
| OC.DG.counter | 18 |
| byteCounter | 32 |
| OC.nextState | 5 |
worst max-delay path by stage:
stage	start	to	slack, ps	depth (start not counted)
CTS	reset	OC.charBitMap[22]	9200	16
global route	reset	OC.charBitMap[36]	8930	16
finish	reset	OC.charBitMap[22]	8990	16
critical path, cell delays in order:
cell      delay (ps)
buf_2            130
nor2_1           140
nand2_1          430
inv_1            540
o31ai_4          120
buf_4            240
a221o_1          280
o221a_2          450
inv_2            420
ha_1             230
buf_4            330
clkinv_1         520
nor2_1           790
a211oi_1          90
a221oi_1         670
o221ai_1         250
layer usage:
metal	track usage, %	part of all wire [%]	up-vias
li1	-	-	8172
met1	27.0	40	8907
met2	30.5	43	1095
met3	7.13	11	217
met4	7.83	5.0	10
met5	0	0.077	-
power by group:
part	switching, mW	internal (mW)
registers	0.0234	0.384
clock network	0.176	0.197
logic	0.342	0.246
total	0.541	0.828
area by class of cell:
cell class	instances	area share (%)
clock inverter	13	0.616
tap	969	5.43
inverter	31	0.521
timing repair buffer	520	22.5
multi-input combinational	1542	52.5
sequential	172	16.3
antenna	3	0.0336
clock buffer	19	2.08
Power figures rest on the tool's default switching activity, not on a simulated workload.
