**design/flow/design.v**
```verilog
`timescale 1ns / 1ps
module StateMachine(
    input clk,
    input reset,
    input data_valid,
    input [3:0] digit,
    input lock,
    output unlocked,
    output locked,
    output [31:0] inp_out,
    output [3:0] count_out,
    output permlocked,
    input new
    );
reg [3:0] state;
reg [1:0] fail_count;
reg [3:0] count;
reg [31:0] inp;
reg [31:0] pwd;
reg change;
initial begin
    pwd <= 'h12345678;
end
localparam CHECKDIGIT = 'd0;
localparam COMPARE = 'd1;
localparam UNLOCKED = 'd2;
localparam PERMLOCK = 'd3;
assign unlocked = (state == UNLOCKED);
assign locked = ~unlocked;
assign permlocked = (state == PERMLOCK);
assign inp_out = (change==0)?inp:pwd;
assign count_out = count;
always @(posedge clk) begin
    if (reset == 1'b1) begin
        state <= CHECKDIGIT;
        fail_count <= 0;
        count <= 0;
        inp <= 32'b0;
    end
    else begin   
            case (state)
                CHECKDIGIT: begin
                    if ( count < 8 && fail_count!=3) begin
                        if ( data_valid == 1'b1 ) begin
                            if(change==1'b1)
                                pwd <= {pwd[27:0], digit};
                            else
                                inp <= {inp[27:0], digit};
                            count <= count + 1; 
                        end
                    end
                    else begin
                        if(change == 1'b1)begin
                            state <= CHECKDIGIT;
                            change <= 0;
                        end
                        else
                            state = COMPARE;
                    end
                end
                COMPARE: begin
                    if ( fail_count < 3 ) begin
                        if ( inp == pwd ) begin
                            state <= UNLOCKED;
                         end
                         else begin
                            fail_count <= fail_count + 1;
                            count <= 0;
                            inp <= 32'b0;
                            state <= CHECKDIGIT;
                        end
                    end
                    else begin
                            state <= PERMLOCK; 
                    end
                end
                UNLOCKED: begin
                    state <= UNLOCKED;
                    count <=8;
                    if(new==1'b1) begin
                        state <= CHECKDIGIT;
                        change <= 1'b1;
                        fail_count <= 0;
                        count <= 0;
                        inp <= 32'b0;
                    end
                    if(lock==1'b1) begin
                        state <= CHECKDIGIT;
                        fail_count <= 0;
                        count <= 0;
                        inp <= 32'b0;
                    end
                end
                PERMLOCK: begin
                    state <= PERMLOCK;
                end
            endcase
        end
end
endmodule
```
**design/flow/run.sh**
```bash
#!/bin/bash
# OpenROAD 26Q1-2900-gdf79404cd8, Yosys 0.63+post, stock flow scripts
make -C /OpenROAD-flow-scripts/flow DESIGN_CONFIG=/design/flow/config.mk WORK_HOME=/design/flow/orfs finish
```
**design/flow/config.mk**
```make
export PLATFORM = sky130hd
export DESIGN_NAME = StateMachine
export DESIGN_NICKNAME = StateMachine
export VERILOG_FILES = /design/flow/design.v
export SDC_FILE = /design/flow/constraint.sdc
export NUM_CORES = 4
export LEC_CHECK = 1
export CORE_UTILIZATION = 50
```
**design/flow/constraint.sdc**
```tcl
current_design StateMachine

set clk_period 5.7
set clk_io_pct 0.2

create_clock -name clk0 -period $clk_period [get_ports {clk}]

set non_clock_inputs [all_inputs -no_clocks]
set_input_delay [expr $clk_period * $clk_io_pct] -clock clk0 $non_clock_inputs
set_output_delay [expr $clk_period * $clk_io_pct] -clock clk0 [all_outputs]
```
==> results_dict.tcl <==
# collected from the flow reports
set metrics [dict create \
    hold_end "fail_count[1]$_SDFFE_PP0P_" \
    rows 29 \
    initCoreUtil_pct 52.1 \
    die-height_um 83.5 \
    post_cts_buffers 0 \
    warning_count 26 \
    numClockSinks 75 \
    layout_top_cell "clkdlybuf4s50_1" \
    hp-class "flop to flop" \
    h-tree-depth 3 \
    nFillCells 493 \
    ys_ff 75 \
    r2r-end "inp[2]$_SDFFE_PP0P_" \
    clock_latency_ps 340 \
    synth_seq_share_pct 55.1 \
    status "finished clean" \
    vias 2165 \
    grt_max_degree 37 \
    p_int_mw 0.882 \
    topCellsByArea "edfxtp_1 30%, dfxtp_1 25%, mux2_1 9.1%" \
    crit_required_ps 4560 \
    antenna_left 0 \
    die-area_sq_mm 0.00698 \
    r2r_cells 6 \
    startpoint_type "flop" \
    seq_power_share_pct 52.2 \
    synth.distinct_cells 42 \
    relSlewSlack_pct 42.7 \
    whs_ps 479 \
    cts_buffer_depth 2 \
    dpl_cell_area_sq_mm 0.00385 \
    ys_warn_count 1 \
    fmax_mhz 325 \
    wl_per_cell_um 17.6 \
    port_buffers 47 \
    irDropWorstVdd_uv 170 \
    core_area_sq_mm 0.00639 \
    worst-setup-path-type "flop to output pin" \
    path_cells "buf_4, mux2_1, clkdlybuf4s50_1" \
    hold_violations 0 \
    finalCritPeriodShare_pct 53.9 \
    yosys_area_sq_mm 0.00332 \
    tightest_slew_ps 858 \
    cts_tree "done" \
    max_stage_delay_ps 430 \
    hpwl_mm 4.36 \
    wirelength_mm 6.73 \
    fin_skew_ps 11.4 \
    final.min_clock_period_ps 3070 \
    crit_arrival_ps 1930 \
    synth_area_sq_mm 0.00332 \
    grt_pass1_wl_mm 11.0 \
    combPwrFrac_pct 8.3 \
    firstDrtPassIters 4 \
    swShare_pct 21.8 \
    drt_iter0_drc 132 \
    hold_buffers 0 \
    drcViolationCount 0 \
    cts_made_buffers 9 \
    finalNonFillerCells 383 \
    drive_gt1_share_pct 11.8 \
    overflow 0 \
    hold_start "fail_count[1]$_SDFFE_PP0P_" \
    tns_ps 0 \
    power_density_mw_per_mm2 277 \
    path_clk_slew_ps 70 \
    p_clk_share_pct 39.5 \
    cp_max_fo 36 \
    first_global_vias 2092 \
    rsz0062_at_grt "no" \
    ios 48 \
    synthCells 254 \
    end_kind "output pin" \
    vias_per_cell 5.65 \
    routabilityCongestion 0.834 \
    setup_violations 0 \
    syn_area_per_cell_sq_um 13.1 \
    track_usage_pct 21.4 \
    r2r-start "pwd[12]$_DFFE_PP_" \
    yosys_cells 254 \
    leakage_nw 1.55 \
    syn2layout_area_growth_pct 22.3 \
    rrSetupSlack_ps 3060 \
    chipWidth_um 83.5 \
    antenna_found_initial 0 \
    root_buffer "clkbuf_8" \
    top_area_share_pct 29.8 \
    maxCapViolations 0 \
    power.switching_mw 0.245 \
    dp_cells 367 \
    report.final.slew_viol_count 0 \
    synth_area_leader_cell "edfxtp_1" \
    n_antenna_cell 0 \
    lay_top_cells "47 x clkdlybuf4s50_1, 42 x dfxtp_1, 33 x edfxtp_1" \
    hold_depth 2 \
    cts_resized 0 \
    critPathSlowestCell "buf_4" \
    design_area_sq_mm 0.00407 \
]
[registers in the layout (all words and copies together) (netlist names)]
name	flops
inp	32
pwd	32
change	1
fail_count	2
count	4
state	4
[power groups by stage]
stage	Combinational [mW]	Clock (mW)	Sequential, mW
after CTS	0.0949	0.453	0.589
after global routing	0.103	0.482	0.591
final	0.0936	0.445	0.589
[final cells by class]
type	instances	area [sq um]	area share, %
clock buffers	12	145	3.57
well taps	77	96.3	2.37
multi-input cells	161	1410	34.7
repair buffers	50	493	12.1
clock inverters	4	73.8	1.82
flip-flops and latches	75	1830	45.1
inverters	4	15.0	0.369
[per-layer routing]
metal / vias up / global-route usage (%) / wire length (um)
li1: 1063 / - / -
met1: 1030 / 38.7 / 3260
met2: 64 / 27.9 / 2890
met3: 8 / 6.53 / 491
met4: 0 / 2.62 / 91
met5: - / 0 / 0
[cells by family (layout without fill, tap and decap cells)]
kind of cell / after synthesis / after routing / synth area share, %
multiplexers: 34 / 34 / 11.4
buffers and inverters: 18 / 70 / 2.82
AND/OR/NAND/NOR: 40 / 40 / 7.68
AND-OR/OR-AND: 52 / 52 / 13.5
XOR/XNOR: 33 / 33 / 8.69
adder cells (fa/ha/maj): 2 / 2 / 0.753
flip-flops: 75 / 75 / 55.1
[worst max path at each step]
stage / cells past startpoint / slack (ps) / start / end
after CTS: 3 / 2610 / change$_DFFE_PP_ / inp_out[19]
after global routing: 3 / 2530 / change$_DFFE_PP_ / inp_out[23]
final: 3 / 2630 / change$_DFFE_PP_ / inp_out[19]
[critical path: cells and delay by family (launching register included)]
kind	cells	cell delay, ps
buf+inv	2	840
mux	1	400
flops	1	320
[Yosys cell counts, drive strengths merged]
cell,count
nor2,5
dfxtp,42
nand4,4
a31oi,1
nand3,8
o221a,1
a22o,32
inv,4
o21ai,5
mux2,32
or4,1
o211ai,1
o31a,1
nor4,9
o22ai,1
mux2i,2
xor2,32
nor3,2
a21oi,4
o2bb2ai,1
o2111ai,1
clkbuf,10
or3,1
a21boi,1
ha,2
edfxtp,33
a211oi,2
nand3b,1
nand2,8
nor4b,1
o31ai,1
buf,4
xnor2,1
[metrics by stage]
step	worst slack (ps)	total power, mW	util, %
6_report	2630	1.13	63.7
5_1_grt	2530	1.18	63.7
4_1_cts	2610	1.14	63.7
3_5_place_dp	2470	0.695	60.2
3_3_place_gp	2490	0.696	60.2
2_1_floorplan	2100	0.650	-
Power figures rest on the tool's default switching activity, not on a simulated workload.
