$ cat flow/run.sh
#!/bin/bash
# OpenROAD 26Q1-2900-gdf79404cd8, Yosys 0.63+post, stock flow scripts
make -C /OpenROAD-flow-scripts/flow DESIGN_CONFIG=/design/flow/config.mk WORK_HOME=/design/flow/orfs finish
$ cat flow/config.mk
export PLATFORM = sky130hd
export DESIGN_NAME = Keypad
export DESIGN_NICKNAME = Keypad
export VERILOG_FILES = /design/flow/design.v
export SDC_FILE = /design/flow/constraint.sdc
export NUM_CORES = 4
export LEC_CHECK = 1
export CORE_AREA = 10 10 98 98
export DIE_AREA = 0 0 108 108
$ cat flow/constraint.sdc
current_design Keypad

set clk_period 3.2
set clk_io_pct 0.2

create_clock -name clk0 -period $clk_period [get_ports {clk}]

set non_clock_inputs [all_inputs -no_clocks]
set_input_delay [expr $clk_period * $clk_io_pct] -clock clk0 $non_clock_inputs
set_output_delay [expr $clk_period * $clk_io_pct] -clock clk0 [all_outputs]
$ cat flow/design.v
`timescale 1ns / 1ps
module Keypad(
    clk,
    Row,
    Col,
    DecodeOut
    );
    input clk;						 
    input [3:0] Row;				 
    output [3:0] Col;			 
    output [3:0] DecodeOut;	 
	reg [3:0] Col;
	reg [3:0] DecodeOut;
	reg [19:0] sclk;
	always @(posedge clk) begin
			if (sclk == 20'b00011000011010100000) begin
				Col <= 4'b0111;
				sclk <= sclk + 1'b1;
			end
			else if(sclk == 20'b00011000011010101000) begin
				if (Row == 4'b0111) begin
					DecodeOut <= 4'b0001;		 
				end
				else if(Row == 4'b1011) begin
					DecodeOut <= 4'b0100; 		 
				end
				else if(Row == 4'b1101) begin
					DecodeOut <= 4'b0111; 		 
				end
				else if(Row == 4'b1110) begin
					DecodeOut <= 4'b0000; 		 
				end
				sclk <= sclk + 1'b1;
			end
			else if(sclk == 20'b00110000110101000000) begin
				Col<= 4'b1011;
				sclk <= sclk + 1'b1;
			end
			else if(sclk == 20'b00110000110101001000) begin
				if (Row == 4'b0111) begin
					DecodeOut <= 4'b0010; 		 
				end
				else if(Row == 4'b1011) begin
					DecodeOut <= 4'b0101; 		 
				end
				else if(Row == 4'b1101) begin
					DecodeOut <= 4'b1000; 		 
				end
				else if(Row == 4'b1110) begin
					DecodeOut <= 4'b1111; 		 
				end
				sclk <= sclk + 1'b1;
			end
			else if(sclk == 20'b01001001001111100000) begin
				Col<= 4'b1101;
				sclk <= sclk + 1'b1;
			end
			else if(sclk == 20'b01001001001111101000) begin
				if(Row == 4'b0111) begin
					DecodeOut <= 4'b0011; 		 
				end
				else if(Row == 4'b1011) begin
					DecodeOut <= 4'b0110; 		 
				end
				else if(Row == 4'b1101) begin
					DecodeOut <= 4'b1001; 		 
				end
				else if(Row == 4'b1110) begin
					DecodeOut <= 4'b1110; 		 
				end
				sclk <= sclk + 1'b1;
			end
			else if(sclk == 20'b01100001101010000000) begin
				Col<= 4'b1110;
				sclk <= sclk + 1'b1;
			end
			else if(sclk == 20'b01100001101010001000) begin
				if(Row == 4'b0111) begin
					DecodeOut <= 4'b1010;  
				end
				else if(Row == 4'b1011) begin
					DecodeOut <= 4'b1011;  
				end
				else if(Row == 4'b1101) begin
					DecodeOut <= 4'b1100;  
				end
				else if(Row == 4'b1110) begin
					DecodeOut <= 4'b1101;  
				end
				sclk <= 20'b00000000000000000000;
			end
			else begin
				sclk <= sclk + 1'b1;
			end
	end
endmodule
==> metrics.cfg <==
[clocking]
clock_latency_ns = 0.27
clockBufferDepth = 2
cts_tree = yes
cts.sinks = 28
cts-root-buf = clkbuf_8
numCtsBuffers = 3
cts_resized = 0
clk_pin_slew_ns = 0.09
cts_setup_buffers = 0
ctsHoldBuffers = 0
htreeDepth = 1

[sta]
setup_viol = 0
maxSlewHeadroom_pct = 76.4
fin_skew_ns = 0.00107
maxSlewViolCount = 0
tightest_slew_ns = 0.355
fin_crit_sh_pct = 68.4
finalHoldViolCount = 0
fmax_mhz = 457
timing.final.crit_period_ns = 2.19
fin_ws_ns = 1.01
setup_tns_ns = 0
holdWs_ns = 0.498
rsz0062_at_grt = no

[floorplan]
chipArea_um2 = 11700
die_height_um = 108
die_w_um = 108
core_area_um2 = 7650
rows = 32
fp_util_pct = 19.1
io_pins = 13

[routing]
dr.pass1.iters = 4
routed_wl_um = 2800
diodes = 0
route.detailed.drc = 0
ant_nets = 0
drtIter0Drc = 83
avgViaCountPerCell = 4.04
routedWlPerCell_um = 10.4
vias = 1086

[setup_path]
cp-end-kind = flop
critPathLaunchType = flop
required_ns = 3.14
path_class = reg -> reg
path_max_fanout = 9
cp_data_arrival_time_ns = 2.13

[synthesis]
top_cells_by_area = dfxtp_1 33%, edfxtp_1 8.2%, xnor2_1 7.2%
synthArstFlopShare_pct = 0
syn_area_um2 = 1460
top_area_cell = dfxtp_1
syn_inst = 155
ys_types = 41
netlist.area_leader.share_pct = 32.8
yosysWarnings = 1
ys_seq_elements = 28
ys_cells = 155
synth.avg_cell_area_um2 = 9.44
synthFlopType = dfxtp_1
top_cell = dfxtp_1
top_cells_by_count = 24 x dfxtp_1, 20 x nor2_1, 14 x nand3_1, 13 x nand2_1, 12 x xnor2_1
synth-edff-count = 4
yosysSeqAreaShare_pct = 41.0
ys_chip_area_um2 = 1460

[grt]
grt.total_usage_pct = 4.73
grt_pass1_wl_um = 4750
grt_pass1_vias = 1042
grt_max_degree = 16
antenna_found_initial = 0
grt_remaining_overflow = 0

[pwr]
leakagePower_nw = 0.555
p_per_area_nw_per_um2 = 336
ir_worst_vdd_mv = 0.133

[flow_run]
cap_violations = 0
warnings = 26

[hold_path]
min_path_type = reg -> reg

[final_layout]
n_fill_cell = 820
logic_area_um2 = 825
drive_gt1_share_pct = 8.38
ff_latch_area_um2 = 601
area_delta_synth_final_pct = 18.1

[place]
hpwl_um = 2160
io_buffers = 12
dp_slack_ns = 0.891
gp_congestion = 0.815

[outcome]
status = finished clean

## report_power, final
part / leakage (nW) / internal [W] / switching [W]
Combinational: 0.301 / 0.0000165 / 0.0000107
Sequential: 0.231 / 0.000361 / 0.00000152
Clock: 0.0228 / 0.0000890 / 0.000103
Total: 0.555 / 0.000467 / 0.000115
## critical path: stages, from the launching register on
cell and delay (ns):
dfxtp_1 0.36, inv_1 0.07, ha_1 0.14, nor2b_1 0.28, nand4b_2 0.27, nor2_4 0.31, nor2_1 0.10, a21oi_1 0.33
## area by class of cell
| cell class | count | area share (%) |
|---|---|---|
| multi-input cells | 120 | 47.7 |
| flip-flops and latches | 28 | 34.7 |
| repair buffers | 12 | 6.95 |
| clock buffers | 4 | 2.60 |
| well taps | 102 | 7.38 |
| inverters | 3 | 0.651 |
## flip-flops by register name (all words and copies together), names as in the netlist
name,flops
Col,4
DecodeOut,4
sclk,20
## through the flow
step / util [%] / power [W] / area [µm²] / cells
after floorplan: - / 0.000380 / 1460 / 155
after global placement: 22.0 / 0.000398 / 1680 / 265
after detailed placement: 22.0 / 0.000399 / 1680 / 265
after CTS: 22.6 / 0.000593 / 1730 / 269
after global routing: 22.6 / 0.000610 / 1730 / 269
final: 22.6 / 0.000581 / 1730 / 269
## cells by family (layout without fill, tap and decap cells)
| group | Yosys count | after routing | synth area share (%) |
|---|---|---|---|
| and+or+nand+nor | 79 | 79 | 33.8 |
| buffers and inverters | 7 | 19 | 2.65 |
| AOI/OAI and AO/OA | 17 | 17 | 7.44 |
| muxes | 2 | 2 | 1.37 |
| adders and majority gates | 2 | 2 | 1.71 |
| xor gates and xnor gates | 20 | 20 | 12.0 |
| DFF | 28 | 28 | 41.0 |
## metal layers
metal  up-vias  part of all wire, %  global-route usage [%]
li1        577                    -                       -
met1       492                   50                    6.90
met2        15                   44                    7.33
met3         2                  3.7                   0.542
met4         0                  2.2                    1.15
met5         -                    0                       0
## layout by cell type, fill, tap and decap left out, types with 2 or more instances in the layout
cell type        Yosys  final
dfxtp_1             24     24
nor2_1              20     20
nand3_1             14     14
nand2_1             13     13
xnor2_1             12     12
clkdlybuf4s50_1      0     12
xor2_1               8      8
o21ai_0              5      5
nand4_1              5      5
a21oi_1              5      5
edfxtp_1             4      4
and4bb_1             3      3
nand4b_1             3      3
and3_1               3      3
inv_1                3      3
clkbuf_8             0      3
nor2b_1              2      2
and4_2               2      2
mux2i_1              2      2
nor4bb_1             2      2
o21a_1               2      2
ha_1                 2      2
## worst paths after layout
kind | cells after the start | end | slack [ns] | startpoint
max | 7 | DecodeOut[0] | 1.01 | sclk[0]
max reg2reg | 7 | DecodeOut[0] | 1.01 | sclk[0]
min reg2reg | 1 | sclk[8] | 0.50 | sclk[8]
min | 1 | sclk[8] | 0.50 | sclk[8]
Power and IR drop assume default switching activity.
